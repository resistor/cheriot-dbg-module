[./design.v]
module debug_rom (
  input  logic         clk_i,
  input  logic         req_i,
  input  logic [63:0]  addr_i,
  output logic [63:0]  rdata_o
);
  localparam int unsigned RomSize = 19;
  logic [RomSize-1:0][63:0] mem;
  assign mem = {
    64'h00000000_7b200073,
    64'h0390045b_03a0055b,
    64'h10852423_f1402473,
    64'ha85ff06f_0390045b,
    64'h03a0055b_10052223,
    64'h00100073_0390045b,
    64'h03a0055b_10052623,
    64'h00c51513_00c55513,
    64'h00000517_fd5ff06f,
    64'hfa041ce3_00247413,
    64'h40044403_00a40433,
    64'hf1402473_02041c63,
    64'h00147413_40044403,
    64'h00a40433_10852023,
    64'hf1402473_00c51513,
    64'h00c55513_00000517,
    64'h03a5005b_0394005b,
    64'h0ff0000f_04c0006f,
    64'h07c0006f_00c0006f
  };
  logic [$clog2(RomSize)-1:0] addr_q;
  always_ff @(posedge clk_i) begin
    if (req_i) begin
      addr_q <= addr_i[$clog2(RomSize)-1+3:3];
    end
  end
  always_comb begin : p_outmux
    rdata_o = '0;
    if (addr_q < $clog2(RomSize)'(RomSize)) begin
        rdata_o = mem[addr_q];
    end
  end
endmodule
[./run.sh]
#!/bin/bash
# OpenROAD 26Q1-2900-gdf79404cd8, Yosys 0.63+post, stock flow scripts
make -C /OpenROAD-flow-scripts/flow DESIGN_CONFIG=/design/flow/config.mk WORK_HOME=/design/flow/orfs finish
[./config.mk]
export PLATFORM = sky130hd
export DESIGN_NAME = debug_rom
export DESIGN_NICKNAME = debug_rom
export VERILOG_FILES = /design/flow/design.v
export SDC_FILE = /design/flow/constraint.sdc
export NUM_CORES = 4
export LEC_CHECK = 1
export CORE_AREA = 10 10 86 86
export DIE_AREA = 0 0 96 96
[./constraint.sdc]
current_design debug_rom

set clk_period 4.2
set clk_io_pct 0.2

create_clock -name clk0 -period $clk_period [get_ports {clk_i}]

set non_clock_inputs [all_inputs -no_clocks]
set_input_delay [expr $clk_period * $clk_io_pct] -clock clk0 $non_clock_inputs
set_output_delay [expr $clk_period * $clk_io_pct] -clock clk0 [all_outputs]
==> results_slide.txt <==
Physical Implementation Snapshot

Min path
  – Hold/Removal Path Class: in2reg

Setup path
  – CP bufs+invs: 2
  – Required @ worst endpoint: 3360 ps
  – Crit end category: output port
  – CP max stage cell: clkdlybuf4s50_1
  – Max incr delay on CP: 540 ps
  – Setup Crit Path Kind: reg2out
  – Family with the most delay on the worst path: buffers and inverters
  – Crit Path Max Fanout: 10
  – Startpoint types: flop
  – Critical Path AT: 2650 ps
  – Crit path cell chain: inv_1 > ha_1 > nor2_2 > a21o_1 > a222oi_1 > clkdlybuf4s50_1

Synth
  – Warnings, synthesis: 1
  – Cell area after synthesis: 0.00153 mm²
  – Asr flop ratio synth: 0%
  – Area leader share: 9.82%
  – Cell variety after synth: 62
  – Post-synth top flop: edfxtp_1
  – Post-synth top area cell: edfxtp_1
  – Largest cells by area: edfxtp_1, buf_4, a21oi_1
  – Syn_area_per_cell: 7.08 µm²
  – Synth Seq Share: 9.82%
  – Registers, synthesis: 5
  – Flip-flops with a built-in enable: 5
  – Chip Area, Yosys: 0.00153 mm²
  – Ys cells: 216
  – Post-Synthesis Cells: 216

Run status
  – Status: finished, final reports clean

Floorplanning
  – Full die area: 0.00922 mm²
  – Row count: 27
  – Core area: 0.00554 mm²
  – Die width: 96 µm
  – I/O pin cnt: 130
  – Initial core utilization: 27.6%
  – Die height: 96 µm

Global route
  – Total GRT Usage: 12.0%
  – First-pass GRT wire length: 9070 µm
  – Met2 usage: 19.6%
  – Met3 Track Usage GR: 2.20%
  – GRT busiest layer: met2
  – Vias in the first global route: 1748
  – Largest net degree at the start of global routing: 41
  – Initial antenna violation count: 0
  – Grt ovf: 0
  – Met1 GRT Util: 16.4%

STA
  – Setup tns final: 0 ps
  – Final tally of max-slew violations: 0
  – RSZ-0062 raised after global routing: no
  – Final worst path period share: 83.1%
  – Setup violators final: 0
  – Worst-margin pin slew: 749 ps
  – Hold WS: 1180 ps
  – Rel. slew slack: 50.0%
  – Tmin final: 3490 ps
  – Max frequency: 0.287 GHz
  – Final Hold Vio Count: 0

Power and ir drop
  – Internal power: 0.282 mW
  – Max VDD drop: 0.165 mV
  – Leakage: 0.852 nW
  – Overall Power: 0.446 mW
  – Combinational share of power: 65.7%
  – Part of the power in the clock network: 19.4%
  – Switching pwr: 0.164 mW
  – Power per Cell Area: 204 mW/mm²
  – Sw Ratio: 36.7%
  – Flop pwr share: 14.9%

Clock network
  – Cts bufs inserted: 3
  – Clk slew on worst S/H paths: 30 ps
  – CTS Root Cell: clkbuf_8
  – Hold bufs inserted after CTS: 0
  – Post-CTS Setup Inserts: 0
  – Post-CTS sizing: 0
  – TritonCTS clock tree: done
  – CTS Sinks: 5
  – H-tree Lvls: 1
  – CTS Buffer Depth: 2

Route
  – Pre-antenna DRT Iters: 4
  – Vias: 1761
  – Final WL: 5780 µm
  – Initial drt markers: 225
  – Routed Antenna Nets: 0
  – Drt via density: 5.21
  – Antenna fix cells: 0
  – DRC: 0
  – Post-DR wirelength/cell: 17.1 µm

Cells and area
  – Top reg by flops: addr_q
  – Number of flip-flops in the largest register: 5
  – Design area: 0.00219 mm²
  – Biggest regs: addr_q (5)
  – Area delta synth->final: 43.3%
  – Commonest Layout Cell: clkdlybuf4s50_1
  – Share of layout cells above drive strength 1: 9.02%
  – Top Layout Cells: clkdlybuf4s50_1, nand2_1, a21oi_1, nor2_1, o21ai_0

Placement
  – Input/output buffers: 68
  – Placed cell areas: 0.00215 mm²
  – HPWL Detailed: 4410 µm
  – GP Congestion: 0.870

Flow run
  – Maximum capacitance violations: 0
  – Tool warnings: 91
[logic make-up after synthesis]
| group | Yosys count | share of synthesized area (%) |
|---|---|---|
| AOI/OAI and AO/OA | 82 | 37.1 |
| adders and majority gates | 8 | 6.55 |
| buffers and inverters | 36 | 15.8 |
| DFF | 5 | 9.82 |
| muxes | 4 | 2.62 |
| other | 1 | 0.245 |
| and+or+nand+nor | 80 | 27.9 |
[cells in the mapped netlist, types with 4 or more instances]
cell type,count
a21o_1,8
a21oi_1,20
buf_2,9
buf_4,14
edfxtp_1,5
ha_1,8
inv_1,5
mux2i_1,4
nand2_1,24
nand2b_1,7
nor2_1,13
nor2b_1,9
o21ai_0,11
o21ai_1,8
[layer usage]
layer  part of all wire (%)  up-vias
met4                      0        0
met1                     43      802
met3                    9.7        0
li1                       -      876
met2                     47       83
met5                      0        -
[area by class of cell]
| type | count | area [µm²] |
|---|---|---|
| Clock buffer | 4 | 45.0 |
| Fill cell | 606 | 3350 |
| Inverter | 7 | 26.3 |
| Multi-Input combinational cell | 176 | 1140 |
| Sequential cell | 5 | 150 |
| Tap cell | 72 | 90.1 |
| Timing Repair Buffer | 74 | 738 |
[metrics by stage]
stage	util (%)	setup slack (ps)	instances
5_1_grt	39.5	570	338
4_1_cts	39.5	689	338
2_1_floorplan	-	1590	217
3_5_place_dp	38.7	945	334
6_report	39.5	711	338
3_3_place_gp	38.7	904	334
[final timing paths]
kind                                 from             endpoint  slack (ps)  cells past startpoint
worst max-delay path  addr_q[1]$_DFFE_PP_          rdata_o[55]         710                      6
worst min-delay path            addr_i[7]  addr_q[4]$_DFFE_PP_        1180                      1
[power by group through the flow]
stage | Combinational (mW) | Sequential, mW | Clock, mW
finish | 0.293 | 0.0664 | 0.0865
global route | 0.322 | 0.0671 | 0.0925
CTS | 0.296 | 0.0662 | 0.0890
No activity file was given, so power comes from the tool's default toggle rates.
